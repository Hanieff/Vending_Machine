==> /design/flow/run.sh <==
#!/bin/bash
# OpenROAD 26Q1-2900-gdf79404cd8, Yosys 0.63+post, stock flow scripts
make -C /OpenROAD-flow-scripts/flow DESIGN_CONFIG=/design/flow/config.mk WORK_HOME=/design/flow/orfs finish
==> /design/flow/config.mk <==
export PLATFORM = sky130hd
export DESIGN_NAME = vend
export DESIGN_NICKNAME = vend
export VERILOG_FILES = /design/flow/design.v
export SDC_FILE = /design/flow/constraint.sdc
export NUM_CORES = 4
export LEC_CHECK = 1
export CORE_AREA = 10 10 70 70
export DIE_AREA = 0 0 80 80
==> /design/flow/design.v <==
module vend(
    input logic clk,
	input logic rst_,
	input logic pulse,
	input logic [1:0] coin,
	output logic sell,  
	output logic change  
);
 logic [1:0] n_state;
 logic [1:0] state;
parameter IDLE = 2'b00;
parameter GET05 = 2'b01;
parameter GET10 = 2'b10;
parameter GET15 = 2'b11;
parameter NC = 2'b00;  
parameter Y05 = 2'b01;  
parameter Y1 = 2'b10;  
always_comb begin
 case(state)
  IDLE: begin
      if ((coin == Y05) && pulse) n_state = GET05;
      else if((coin == Y1) && pulse) n_state = GET10;
	  else n_state = state;
	  end
  GET05: begin
      if ((coin == Y05) && pulse) n_state = GET10;
      else if((coin == Y1) && pulse) n_state = GET15;
	  else n_state = state;
	  end
  GET10: begin
      if ((coin == Y05) && pulse) n_state = GET15;
      else if((coin == Y1) && pulse) n_state = IDLE;
	  else n_state = state;
	  end
  GET15: begin
      if ((coin != NC) && pulse) n_state = IDLE;
      else n_state = state;
	  end 
  default: n_state = 'hx;
endcase
end
 always_ff @(posedge clk, negedge rst_) begin
  if(!rst_) state <= 0;
  else state = n_state;
 end
 assign sell = ((state == GET10)&&(coin==Y1))||((state == GET15)&&(coin != NC));
 assign change = (state == GET15)&&(coin == Y1);
endmodule
==> /design/flow/constraint.sdc <==
current_design vend

set clk_period 1.8
set clk_io_pct 0.2

create_clock -name clk0 -period $clk_period [get_ports {clk}]

set non_clock_inputs [all_inputs -no_clocks]
set_input_delay [expr $clk_period * $clk_io_pct] -clock clk0 $non_clock_inputs
set_output_delay [expr $clk_period * $clk_io_pct] -clock clk0 [all_outputs]
==> run summary <==
Implementation numbers.

- Looking at the clock tree report, the maximum root-to-sink buffer count equals 2.
- The unique cell type count in the Yosys netlist reads 20.
- The least setup slack across all paths after layout reads 0.0652 ns.
- The largest clock skew in the final design reads 0.00892 ns.
- Post-route period utilization is reported as 96.4%.
- Hold repair after CTS inserted 0 buffers.
- The initial antenna violation count came to 0.
- The insertion delay at the late pin of the worst-skew pair reads 0.24 ns.
- The first global-routing pass estimated 1.10 mm of wire.
- The number of I/O pins is 7.
- The area growth from synthesis to layout reads 49.8%.
- The DRC violation count after routing reads 0.
- The TritonCTS clock tree reads built.
- The start point of the critical path is coin[0].
- The critical path class reads in2out.
- The starting utilization of the core area reads 8.39%.
- The overall routed net length reads 644 um.
- The count of library flops with an enable pin reads 0.
- The critical path arrival reads 1.37 ns.
- Power spread over the standard cell area amounts to roughly 850 nW/um2.
- The switching share of power is approximately 29%.
- The synthesis-stage register bit count reads 4.
- The synthesis report names the predominant flop master as sky130_fd_sc_hd__dfrtp_1.
- Ranked by total cell area, the synthesized netlist is headed by sky130_fd_sc_hd__dfrtp_1, sky130_fd_sc_hd__dfstp_2, sky130_fd_sc_hd__buf_6.
- The region available for standard cell placement spans 3420 um2.
- Across the VDD grid, the largest voltage drop is ~140 uV.
- The flow reports that sequential cells draw between 30% and 40% of the design power.
- The routed length per instance reads 7.32 um.
- Per STA, the worst path is made up of dlygate4sd2_1, nand2b_1, a21oi_1, clkdlybuf4s50_1.
- The final route contains around 270 vias.
- The worst slew margin relative to its limit reads 79.0%.
- The worst setup slack for register-to-register paths reads about 0.77 ns.
- The final critical-path required period is 1.73 ns.
- The filler cell count is 404.
- Leaving out filler cells and counting taps, the final layout contains 88.
- The post-place setup slack reads -0.147 ns.
- The post-synthesis chip area from yosys reads 287 um2.
- Setup repair after global routing left no endpoint under its margin.
- The number of hold violations in the final report reads 0.
- The core occupancy in the finished layout reads 12.6%.
- The die outline height is approximately 80 um.
- The first-pass detailed-route iteration total reads 4.
- The pin count of the biggest net entering global routing reads 10.
- The final RePlAce weighted congestion reads between 0.7 and 0.8.
- Once detail routing completed, the nets flagged for antenna violations numbered 0.
- The cell type of the slowest stage on the worst timing path is sky130_fd_sc_hd__clkdlybuf4s50_1.
- The run finished with clean final reports.
- The violation tally from detailed-route iteration zero is 7.
- STA classifies the critical path startpoint as an input port.
- The TritonCTS buffer count reads 3.
- The largest register by flop count is state.
- The data required time of the worst path reads 1.44 ns.
- Global routing finished with a remaining overflow of 0.
- The instance count of the mapped netlist reads 31.
- The detailed placer's ending HPWL reads about 500 um.
- The root buffer cell is sky130_fd_sc_hd__clkbuf_4.
- The library cell occupying the most area in the post-synthesis netlist reads sky130_fd_sc_hd__dfrtp_1.
- The highest clock rate reads 576 MHz.
- For reference, the clock transition at the flip-flops on the worst setup and hold paths is 0.04 ns.
- The number of logged tool warnings reads 25.
- The clock sink total reads 4.
- The floorplan step set the die width to 80 um.
- The total global-route track usage reads 2.16%.
- The proportion of netlist area held by the largest area contributor is 26.2%.
- In the synthesized netlist the async set-or-reset flop fraction comes to 100%.
- The via count of the first global-routing pass is 248.
- The switching power of the nets is 107 uW.
- The combinational power share reads 27.1%.
- The average footprint of a synthesized cell is 9.24 um2.
- The placement row count reads 21.
- The Yosys warning count reads 1.
- The power consumption is 366 uW.
- The antenna diode count is 0.
- Per the detail_route report, vias per standard cell equal 3.03.
- The tally of max-capacitance violations is 0.
- Looking at the reg2reg group, the worst path starts from state[0].
- The transition at the pin with the smallest max-transition slack is just over 0.3 ns.
- The sequential cell area fraction in the yosys report is 35.4%.
- The worst hold-check path type is in2async.
- The design internal power is 259 uW.
- The delay contributed by the slowest stage of the critical path is 0.48 ns.
- The mapped netlist covers 287 um2.
- The type of destination of the critical path reads an output pin.
- The max-slew violation count is 0.
- The number of buffers added for setup after CTS reads 0.
- The leakage power total reads 0.000161 uW.
- Along the worst path, the maximum fanout reaches 4.
- Including well taps, the total number of placed cells is 84.
- The final design instance area without fill is between 400 and 500 um2.
- The placed instance area reads 404 um2.
- Buffers placed on the I/O ports in this run total 6.
- Per the Yosys statistics, synthesis produced 31 cells.
- The register with the most flip-flops in the layout has 4 of them.
- The proportion of power drawn by the clock network reads 34.3%.
- The floorplan step defined a die boundary enclosing 6400 um2.
- The largest registers in the layout are state (4).
- The count of endpoints failing setup in the final report reads 0.
- The number of levels in the clock H-tree is 1.
- The post-route netlist has 28.6% of its cells at a drive strength greater than 1.
kinds of logic after synthesis:
group	count (synthesis)	synth area share (%)
simple gates	11	24.0
compound gates	11	28.8
buf+inv	5	11.8
flops	4	35.4
Yosys cell counts, types with 2 or more instances:
cell / n
sky130_fd_sc_hd__inv_1: 2
sky130_fd_sc_hd__a22o_1: 2
sky130_fd_sc_hd__nor2_1: 3
sky130_fd_sc_hd__o21ai_1: 4
sky130_fd_sc_hd__dfrtp_1: 3
sky130_fd_sc_hd__buf_6: 2
sky130_fd_sc_hd__nand2b_1: 2
path summary, 6_finish.rpt:
path | to | depth (start not counted)
worst max-delay path | sell | 4
worst min-delay path | state[2] | 1
worst max register to register | state[1] | 3
worst min register to register | state[0] | 2
max in group asynchronous | state[0] | 1
min in group clk0 | state[0] | 2
worst max-delay path, delay by kind of cell:
| family | cells | cell delay (ns) |
|---|---|---|
| buf+inv | 2 | 0.74 |
| simple gates | 1 | 0.14 |
| compound gates | 1 | 0.14 |
power groups by stage:
stage / combinational (uW) / clock (uW) / sequential (uW)
after CTS: 101 / 135 / 140
after global routing: 110 / 144 / 144
final: 99.3 / 126 / 141
per-layer routing:
metal / GRT usage, % / part of all wire [%] / vias to the layer above
li1: - / - / 133
met1: 2.74 / 43 / 123
met2: 2.65 / 44 / 9
met3: 1.70 / 11 / 2
met4: 0.704 / 1.2 / 0
met5: 0 / 0 / -
cell type report:
| type | instances | area, um2 | area share [%] |
|---|---|---|---|
| flip-flops and latches | 4 | 103 | 23.9 |
| repair buffers | 9 | 80.1 | 18.7 |
| clock buffers | 4 | 26.3 | 6.12 |
| multi-input cells | 22 | 151 | 35.3 |
| well taps | 46 | 57.6 | 13.4 |
| inverters | 3 | 11.3 | 2.62 |
through the flow:
stage,hold slack (ns),TNS (ns)
3_5_place_dp,0.529,-0.263
4_1_cts,0.308,0
3_3_place_gp,0.521,-0.243
2_1_floorplan,0.0644,0
5_1_grt,0.318,0
6_report,0.314,0
layout by cell type, fill, tap and decap left out:
master / n
sky130_fd_sc_hd__o21ai_1: 4
sky130_fd_sc_hd__clkdlybuf4s50_1: 4
sky130_fd_sc_hd__nor2_1: 3
sky130_fd_sc_hd__clkbuf_4: 3
sky130_fd_sc_hd__buf_4: 3
sky130_fd_sc_hd__inv_1: 2
sky130_fd_sc_hd__nand2b_1: 2
sky130_fd_sc_hd__a22o_1: 2
sky130_fd_sc_hd__dlygate4sd2_1: 2
sky130_fd_sc_hd__dfrtp_1: 2
sky130_fd_sc_hd__nor2b_1: 1
sky130_fd_sc_hd__inv_2: 1
sky130_fd_sc_hd__nor4_1: 1
sky130_fd_sc_hd__a221oi_2: 1
sky130_fd_sc_hd__a31oi_1: 1
sky130_fd_sc_hd__nor2b_4: 1
sky130_fd_sc_hd__nor3b_1: 1
sky130_fd_sc_hd__o221a_2: 1
sky130_fd_sc_hd__nand2_1: 1
sky130_fd_sc_hd__o31ai_1: 1
sky130_fd_sc_hd__nand3b_1: 1
sky130_fd_sc_hd__a21oi_1: 1
sky130_fd_sc_hd__clkbuf_1: 1
sky130_fd_sc_hd__dfstp_2: 1
sky130_fd_sc_hd__dfrtp_2: 1
what timing repair did:
action / 4_1_cts / 5_1_grt
pin swaps: 0 / 0
gates resized: 2 / 1
endpoints found under the setup margin: 2 / 1
Power figures rest on the tool's default switching activity, not on a simulated workload.
